--- design.v ---
`timescale 1ns / 1ps
module FlopEnRC #(parameter WIDTH = 32)(
        input wire clk,
        input wire rst,
        input wire en,
        input wire clear,
        input wire [WIDTH-1:0] in,
        output reg [WIDTH-1 :0] out
    );
    always @(posedge clk, posedge rst) begin
        if(rst) begin
            out <= {WIDTH{1'b0}};
        end
        else if (clear) begin
            out <= {WIDTH{1'b0}};
        end else if (en) begin
            out <= in;
        end
    end
endmodule
`timescale 1ns / 1ps
`timescale 1ns / 1ps
module ID_EX(
        input wire clk,en,rst,clear,
        input wire [15:0] id_immei_i,
        input wire [4:0] id_rs_addr_i,
        input wire [4:0] id_rt_addr_i,
        input wire [4:0] id_rd_addr_i,
        input wire [31:0] id_rs_data_i,
        input wire [31:0] id_rt_data_i,
        input wire id_rt_imme_sel_i,
        input wire [3:0] id_alu_sel_i,
        input wire id_mem_en_i,
        input wire id_wb_reg_en_i,
        input wire id_wb_sel_i,
        input wire id_mem_r_i,
        output wire [15:0] id_immei_o,
        output wire [4:0] id_rs_addr_o,
        output wire [4:0] id_rt_addr_o,
        output wire [4:0] id_rd_addr_o,
        output wire [31:0] id_rs_data_o,
        output wire [31:0] id_rt_data_o,
        output wire id_rt_imme_sel_o,
        output wire [3:0] id_alu_sel_o,
        output wire id_mem_en_o,
        output wire id_wb_reg_en_o,
        output wire id_wb_sel_o,
        output wire id_mem_r_o
    );
    FlopEnRC #(16) flop_imme(
        .clk(clk),
        .rst(rst),
        .en(~en),
        .clear(clear),
        .in(id_immei_i),
        .out(id_immei_o)
    );
        FlopEnRC #(5) flop_rs(
        .clk(clk),
        .rst(rst),
        .en(~en),
        .clear(clear),
        .in(id_rs_addr_i),
        .out(id_rs_addr_o)
    );
        FlopEnRC #(5) flop_rt(
        .clk(clk),
        .rst(rst),
        .en(~en),
        .clear(clear),
        .in(id_rt_addr_i),
        .out(id_rt_addr_o)
    );
    FlopEnRC #(5) flop_rd(
        .clk(clk),
        .rst(rst),
        .en(~en),
        .clear(clear),
        .in(id_rd_addr_i),
        .out(id_rd_addr_o)
    );
        FlopEnRC #(32) flop_rs_data(
        .clk(clk),
        .rst(rst),
        .en(~en),
        .clear(clear),
        .in(id_rs_data_i),
        .out(id_rs_data_o)
    );
        FlopEnRC #(32) flop_rt_data(
        .clk(clk),
        .rst(rst),
        .en(~en),
        .clear(clear),
        .in(id_rt_data_i),
        .out(id_rt_data_o)
    );
    FlopEnRC #(1) flop_rt_imme_sel(
        .clk(clk),
        .rst(rst),
        .en(~en),
        .clear(clear),
        .in(id_rt_imme_sel_i),
        .out(id_rt_imme_sel_o)
    );
    FlopEnRC #(4) flop_alu_sel(
        .clk(clk),
        .rst(rst),
        .en(~en),
        .clear(clear),
        .in(id_alu_sel_i),
        .out(id_alu_sel_o)
    );
    FlopEnRC #(1) flop_mem_en(
        .clk(clk),
        .rst(rst),
        .en(~en),
        .clear(clear),
        .in(id_mem_en_i),
        .out(id_mem_en_o)
    );
    FlopEnRC #(1) flop_reg_en(
        .clk(clk),
        .rst(rst),
        .en(~en),
        .clear(clear),
        .in(id_wb_reg_en_i),
        .out(id_wb_reg_en_o)
    );
    FlopEnRC #(1) flop_reg_sel(
        .clk(clk),
        .rst(rst),
        .en(~en),
        .clear(clear),
        .in(id_wb_sel_i),
        .out(id_wb_sel_o)
    );
    FlopEnRC #(1) flop_mem_r(
        .clk(clk),
        .rst(rst),
        .en(~en),
        .clear(clear),
        .in(id_mem_r_i),
        .out(id_mem_r_o)
    );
endmodule
--- run.sh ---
#!/bin/bash
# OpenROAD 26Q1-2900-gdf79404cd8, Yosys 0.63+post, stock flow scripts
make -C /OpenROAD-flow-scripts/flow DESIGN_CONFIG=/design/flow/config.mk WORK_HOME=/design/flow/orfs finish
--- config.mk ---
export PLATFORM = sky130hd
export DESIGN_NAME = ID_EX
export DESIGN_NICKNAME = ID_EX
export VERILOG_FILES = /design/flow/design.v
export SDC_FILE = /design/flow/constraint.sdc
export NUM_CORES = 4
export LEC_CHECK = 1
export CORE_UTILIZATION = 50
--- constraint.sdc ---
current_design ID_EX

set clk_period 1.3
set clk_io_pct 0.2

create_clock -name clk0 -period $clk_period [get_ports {clk}]

set non_clock_inputs [all_inputs -no_clocks]
set_input_delay [expr $clk_period * $clk_io_pct] -clock clk0 $non_clock_inputs
set_output_delay [expr $clk_period * $clk_io_pct] -clock clk0 [all_outputs]
==> metrics.yaml <==
run_status:
  status: "complete, no violations"
worst_setup_path:
  crit_chain: "dlygate4sd2_1"
  critPathBufInv: 1
  cp-start-kind: "register"
  worst_setup_path_end_kind: "primary output"
  crit_arrival_ns: 1.01
  crit_family: "flip-flops"
  cp_max_fo: 2
  cp.required_ns: 1.04
  critPathSlowestCell: "dfrtp_1"
  crit_path_max_incr_delay_ns: 0.40
  path_class: "reg2out"
synthesis:
  yosysWarnings: 5
  yosys.area_share.simple_pct: 9.225
  synth_area_um2: 4232
  ys_sh_mux_pct: 24.60
  ys_ff: 104
  ys_area_um2: 4232
  postSynthSeqShare_pct: 61.50
  yosys_cells: 337
  netlist_instances: 337
  adder_share_pct: 0
  ys_sh_aoi_pct: 0
  avgSynthCellArea_um2: 12.56
  top_logic_kind: "multiplexers"
  xor_area_share_pct: 0
  synth.distinct_cells: 9
global_route:
  gr-total-overflow: 0
  antenna_found_initial: 0
  grt_pass1_vias: 3231
  grt_pass1_wl_mm: 16.36
  track_usage_pct: 25.78
  grt_max_degree: 82
clock_network:
  ctsLongestPathBuffers: 2
  clk_pin_slew_ns: 0.10
  clkLatencyLatePin_ns: 0.35
  cts-htree-levels: 3
  clock_sinks: 104
  cts_hold_buf: 0
  cts_tree: "yes"
  cts_root_buf: "clkbuf_8"
  cts_made_buffers: 9
sta:
  setup_violations: 0
  fin_crit_sh_pct: 97.36
  max-slew-margin-rel_pct: 75.63
  worst_pin_slew_ns: 0.3655
  rsz0062_at_grt: "no"
  final.setup.tns_ns: 0
  layout_min_cycle_time_ns: 1.266
  worst_slack_ns: 0.03436
  slew_viol_final: 0
  fmax_ghz: 0.7901
  skew_ns: 0
  hold_violations: 0
cells_and_area:
  syn2layout_area_growth_pct: 58.22
  utilization_pct: 81.48
  fill_cells: 517
  drive_gt1_share_pct: 8.757
  fin_cells: 676
power_and_ir_drop:
  power.density_nw_per_um2: 998.6
  leakage_nw: 3.594
  peakVddDrop_mv: 1.251
  power_mw: 6.686
die:
  chipArea_um2: 8835
  core_um2: 8217
  die_w_um: 94.00
  rows: 33
  initial_core_util_pct: 51.50
  io_pins: 212
  fp.dieH_um: 94.00
route:
  vias: 3284
  drt_wl_total_mm: 10.76
  diodes: 0
  ant_nets: 0
  drt-initial-drc-count: 134
  wl_per_cell_um: 15.92
  firstDrtPassIters: 4
  routed_via_density: 4.858
  drcViolationCount: 0
run:
  warnings: 27
  drv_cap: 0
place:
  dp.cells: 638
  dpl.hpwl_mm: 7.395
  pre_cts_ws_ns: 0.1757
  portBuffers: 211
  gp_congestion: 0.8132
worst_hold_path:
  hp-class: "in2async"
## cells in the mapped netlist
| library cell | n | area share (%) |
|---|---|---|
| clkbuf_1 | 4 | 0.35 |
| inv_1 | 1 | 0.089 |
| buf_8 | 7 | 2.5 |
| dfrtp_1 | 104 | 62 |
| mux2i_1 | 104 | 25 |
| nor2_1 | 104 | 9.2 |
| buf_1 | 3 | 0.27 |
| buf_2 | 5 | 0.59 |
| buf_4 | 5 | 0.89 |
## final timing paths
check                                        to  slack, ns                 start  depth (start not counted)
max in group asynchronous  flop_rs_data.out[23]       0.66                   rst                          3
max reg2reg                flop_rs_data.out[29]       0.42  flop_rs_data.out[29]                          3
min                        flop_rs_data.out[31]       0.38                   rst                          3
min in group clk0             flop_imme.out[12]       0.41                 clear                          3
max                             id_rt_data_o[9]       0.03   flop_rt_data.out[9]                          1
min reg2reg                 flop_rt_data.out[0]       0.52   flop_rt_data.out[0]                          2
## through the flow
step / instance area, um2 / hold WS (ns)
2_1_floorplan: 4235 / 0.4130
3_3_place_gp: 6432 / 0.5015
3_5_place_dp: 6432 / 0.5117
4_1_cts: 6624 / 0.3815
5_1_grt: 6695 / 0.3949
6_report: 6695 / 0.3801
## layout by cell type (no fill, tap or decap)
cell type and instances:
buf_12 7, clkinvlp_4 4, dfrtp_1 104, mux2i_1 104, clkdlybuf4s15_1 19, bufinv_16 1
clkbuf_8 11, nor2_1 104, clkdlybuf4s50_1 105, buf_4 25, clkbuf_1 1, clkbuf_2 1
dlygate4sd2_1 84, buf_2 1
## power breakdown
part           switching (mW)  internal, mW
sequential             0.0885          3.41
combinational           0.410         0.728
clock                    1.05         0.997
## tightest hold or removal path: stages
cell and delay (ns):
clkdlybuf4s50_1 0.45, clkinvlp_4 0.14, buf_12 0.27
## what timing repair did
item	CTS	global route
endpoints found under the setup margin	104	21
buffers inserted	15	7
endpoints found under the hold margin	0	0
resized	105	20
gates cloned	0	0
## area by class of cell
type / instances / area [um2] / area share (%)
multi-input cells: 208 / 1431 / 21.38
flip-flops and latches: 104 / 2603 / 38.87
clock buffers: 12 / 155.1 / 2.317
repair buffers: 242 / 2315 / 34.57
clock inverters: 4 / 52.55 / 0.7849
well taps: 105 / 131.4 / 1.962
inverters: 1 / 7.507 / 0.1121
## logic make-up after synthesis
family / Yosys count
buffers and inverters: 25
DFF: 104
and+or+nand+nor: 104
muxes: 104
## sequential cells by signal, summed over array words and instances, names as in the netlist
signal                cells
flop_alu_sel.out          4
flop_imme.out            16
flop_mem_en.out           1
flop_mem_r.out            1
flop_rd.out               5
flop_reg_en.out           1
flop_reg_sel.out          1
flop_rs.out               5
flop_rs_data.out         32
flop_rt.out               5
flop_rt_data.out         32
flop_rt_imme_sel.out      1
## routing by layer
metal  part of all wire (%)  global-route usage, %  vias to the layer above
met5                      0                      0                        -
met4                   0.83                  1.667                        0
met3                     11                  10.29                        9
met2                     47                  39.29                      132
met1                     41                  39.32                     1575
li1                       -                      -                     1568
Power and IR drop assume default switching activity.
