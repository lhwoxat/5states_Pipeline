===== ./design.v =====
`timescale 1ns / 1ps
`timescale 1ns / 1ps
module ID(
    input wire clk,
    input wire rst,
    input wire [32-1 :0] instr_if,
    input wire wb_reg_en,  
    input wire [4:0] wb_reg_addr,  
    input wire [32-1 :0] wb_reg_data,  
    output wire [5:0] op_out,  
    output wire [5:0] funct_out,   
    input wire rt_rd_sel,  
    input wire reg_en,
    input wire rt_sel,
    input wire [3:0] alu_sel,
    input wire mem_en,
    input wire wb_sel,
    output wire [15:0] id_imme_i,
    output wire [25:0] id_imme_j,
    output wire [4:0] id_rs, 
    output wire [4:0] id_rt, 
    output wire [4:0] id_rd,  
    output wire [32-1:0] id_rs_data_out,
    output wire [32-1:0] id_rt_data_out,
    output wire id_branch_op,
    output wire id_j_op,
    output wire id_mem_r_en, 
    output wire id_rt_sel,
    output wire [3:0] id_alu_sel,
    output wire id_mem_en,
    output wire id_w_reg_en,
    output wire id_wb_sel
    );
    wire [5:0] inst_op;
    wire [4:0] inst_rs,inst_rt,inst_rd,inst_shamt;
    wire [15:0] imme_i;
    wire [25:0] imme_j;
    wire [32 -1 :0] rs_data_reg;
    wire [32 -1 :0] rt_data_reg;
    wire [4:0] w_addr_sel;
    assign inst_op = instr_if [31:26];
    assign inst_rs = instr_if [25:21];
    assign inst_rt = instr_if [20:16];
    assign inst_rd = instr_if [15:11];
    assign inst_shamt = instr_if [10:6];
    assign imme_i = instr_if[15:0];
    assign imme_j = instr_if[25:0];
    assign id_mem_r_en = (inst_op == 6'b100_011);
    assign id_branch_op = (inst_op == 6'b000_100);
    assign id_j_op = (inst_op == 6'b000_010);
    assign w_addr_sel = (rt_rd_sel == 1'b0) ? inst_rd :inst_rt;
    Regfiles regfile (
    .clk(clk),
    .rst(rst),
    .rs_addr(inst_rs),
    .rt_addr(inst_rt),
    .w_en(wb_reg_en),
    .w_addr(wb_reg_addr),
    .w_data(wb_reg_data),
    .rs_data(rs_data_reg),
    .rt_data(rt_data_reg) 
    );
    assign id_rs = inst_rs;
    assign id_rt = inst_rt;
    assign id_rd = w_addr_sel;
    assign id_imme_i = imme_i;
    assign id_imme_j = imme_j;
    assign id_rt_sel = rt_sel;
    assign id_alu_sel = alu_sel;
    assign id_mem_en =mem_en;
    assign id_wb_sel = wb_sel;
    assign id_w_reg_en =reg_en;
    assign id_rs_data_out = rs_data_reg;
    assign id_rt_data_out = rt_data_reg;
    assign op_out = inst_op;
    assign funct_out = instr_if[5:0];
endmodule
`timescale 1ns / 1ps
`timescale 1ns / 1ps
module Regfiles(
    input wire clk,
    input wire rst,
    input wire [4:0] rs_addr,
    input wire [4:0] rt_addr,
    input wire w_en,
    input wire [4:0] w_addr,
    input wire [31:0] w_data,
    output reg [31:0] rs_data,
    output reg [31:0] rt_data 
    );
    reg[31:0] regfile[31:0];
    integer i;
    initial begin
        for(i = 0; i<32 ; i = i+1)begin
            regfile[i] = 32'h0000_0000;
        end
    end
    always @(*) begin
        if(rst) begin
            rs_data = {32{1'b0}}; 
        end else if (w_en == 1'b1 && w_addr == rs_addr) begin
            rs_data = w_data;
        end else begin
            rs_data = regfile[rs_addr];
        end
    end
    always @(*) begin
        if(rst) begin
            rt_data = {32{1'b0}}; 
        end else if (w_en == 1'b1 && w_addr == rt_addr) begin
            rt_data = w_data;
        end else begin
            rt_data = regfile[rt_addr];
        end
    end
    always @(posedge clk) begin
        if(w_en) begin
            regfile[w_addr] = w_data;
        end
    end
endmodule

===== ./run.sh =====
#!/bin/bash
# OpenROAD 26Q1-2900-gdf79404cd8, Yosys 0.63+post, stock flow scripts
make -C /OpenROAD-flow-scripts/flow DESIGN_CONFIG=/design/flow/config.mk WORK_HOME=/design/flow/orfs finish

===== ./config.mk =====
export PLATFORM = sky130hd
export DESIGN_NAME = ID
export DESIGN_NICKNAME = ID
export VERILOG_FILES = /design/flow/design.v
export SDC_FILE = /design/flow/constraint.sdc
export NUM_CORES = 4
export LEC_CHECK = 1
export CORE_UTILIZATION = 30

===== ./constraint.sdc =====
current_design ID

set clk_period 10.2
set clk_io_pct 0.2

create_clock -name clk0 -period $clk_period [get_ports {clk}]

set non_clock_inputs [all_inputs -no_clocks]
set_input_delay [expr $clk_period * $clk_io_pct] -clock clk0 $non_clock_inputs
set_output_delay [expr $clk_period * $clk_io_pct] -clock clk0 [all_outputs]

==> results.yml <==
# synthesis and place-and-route metrics
floorplanning:
  die_area_um2: 167000
  io_pins: 225
  die-height_um: 409
  rows: 148
  core-area_um2: 164000
  die_w_um: 409
  initCoreUtil_pct: 30.4
drt:
  drc_errors: 0
  vias: 29100
  wl_met1_um: 49900
  routed-wl-met2_um: 71200
  postRouteAntennaNets: 0
  antenna-diode-count: 0
  wire_per_inst_um: 31.2
  viasPerCell: 5.67
  dr_wl_met3_um: 32800
  wirelength_um: 160000
  topRoutingLayerUsed: "met5"
  drtPass1Iterations: 5
  first_iter_violations: 1946
logic_synthesis:
  ys_seq_share_pct: 61.9
  netlist-cell-type-count: 51
  synth.largest_area_cell: "edfxtp_1"
  synthesis.area_um2: 49700
  yosys_warnings: 1
  enable_flop_cells: 1024
  ys.flops: 1024
  async_flop_share_pct: 0
  synth_top_area_share_pct: 61.9
  ys.flop_type: "edfxtp_1"
  synthTopCellsByArea: "edfxtp_1 (62%), mux4_2 (17%), mux2i_1 (6.0%), buf_4 (1.5%), a221o_1 (1.2%)"
  ys_area_um2: 49700
  ys_cells: 2769
  syn_avg_cell_area_um2: 17.9
  synthCells: 2769
timing:
  tns_ps: 0
  slew_headroom_pct: 34.8
  finalSetupViolCount: 0
  layout_min_cycle_time_ps: 7950
  rsz0062_at_grt: "false"
  max_freq_mhz: 126
  worst_hold_slack_ps: 2170
  slew_violations: 0
  finalClockPeriodUsage_pct: 78.0
  hold_viol: 0
  worstMarginPinSlew_ps: 978
global_routing:
  grt_start_max_net_pins: 75
  antenna_found_initial: 4
  grt_pass1_vias: 31900
  grt_pass1_wl_um: 227000
  grt.total_usage_pct: 20.4
  overflow: 0
placement:
  gp_congestion: 0.892
  dp_hpwl_um: 92600
  placed_area_um2: 53400
  port_buffers: 169
final_layout:
  seq_area_um2: 30700
  n_fill_cell: 15200
  largest_register_ffs: 1024
  syn_to_final_growth_pct: 14.2
  final_common_cell: "edfxtp_1"
  stdcell_area_um2: 56700
  drive_above_1_share_pct: 26.3
  combGateArea_um2: 17200
  mostFrequentLayoutCells: "edfxtp_1 (1024), mux4_2 (384), mux2i_1 (298)"
setup_path:
  crit_required_ps: 8160
  crit_chain: "buf_8 -> buf_12 -> and2_2 -> buf_4 -> a221oi_1 -> a22oi_1 -> a21oi_1 -> or3_1 -> clkdlybuf4s50_1"
  startpoint_type: "input pin"
  end_kind: "output port"
  startpoint: "instr_if[17]"
  cp_max_fo: 58
  slowest_delay_ps: 740
  slowest_stage: "and2_2"
  crit_type: "input pin to output port"
  crit_arrival_ps: 5910
clock_tree:
  htree_levels: 3
  cts_resized: 0
  cts_tree: "done"
  cts_setup_buffers: 0
  cts_buffers: 99
  clock-sinks: 1024
  cts_root_buf: "clkbuf_16"
  clockBufferDepth: 3
  cts_hold_buffers: 0
  cts.clk_slew.worst_paths_ps: 60
worst_hold_path:
  min_path_type: "input pin to flip-flop"
  hp-start: "wb_reg_data[3]"
pwr:
  powerDensity_nw_per_um2: 166
  finalPower_mw: 9.40
  p_leak_nw: 18.0
  irDropWorstVdd_mv: 0.119
job:
  warning_count: 26
  max_cap_viol_count: 0
run_status:
  status: "completed"
-- metal layers --
metal | GRT usage, % | up-vias
met2 | 29.3 | 2238
met5 | 3.13 | -
li1 | - | 11900
met4 | 5.55 | 20
met1 | 21.7 | 14600
met3 | 18.4 | 340
-- layout make-up --
type,count,share of cell area (%)
tap,2175,4.80
inverter,13,0.0860
clock buffer,116,4.48
timing repair buffer,299,4.84
clock inverter,71,1.31
multi-input combinational,1435,30.3
sequential,1024,54.2
-- per-stage QoR --
stage	util, %	instances	worst slack, ps
2_1_floorplan	-	2769	4580
3_3_place_gp	32.7	4946	2290
3_5_place_dp	32.7	4946	2340
4_1_cts	34.7	5133	2320
5_1_grt	34.7	5133	2130
6_report	34.7	5133	2250
-- worst max-delay path: cells and delay by family --
family                 cells  cell delay [ps]
buffers and inverters      4             1830
AOI/OAI and AO/OA          3              580
and+or+nand+nor            2             1320
-- cell usage after synthesis (43+ instances only) --
cell,count
a221oi_1,63
buf_4,100
edfxtp_1,1024
nor2_1,74
o22ai_1,44
nand2_1,43
clkbuf_1,66
buf_2,62
nor3_1,46
a221o_1,59
mux2i_1,298
mux4_2,384
o211ai_1,58
-- logic make-up after synthesis --
logic type	Yosys count	synth area share [%]
buffers and inverters	310	4.20
AND/OR/NAND/NOR	317	3.40
AND-OR/OR-AND	385	5.98
XOR/XNOR	10	0.176
flip-flops	1024	61.9
multiplexers	723	24.3
-- power by group --
group | internal [mW] | switching (mW) | total (mW) | leakage (nW)
combinational | 0.389 | 0.548 | 0.937 | 7.18
clock | 2.12 | 1.64 | 3.77 | 1.61
sequential | 4.68 | 0.0191 | 4.70 | 9.22
total | 7.19 | 2.21 | 9.40 | 18.0
-- final timing paths --
path | slack (ps) | depth (start not counted) | to
max | 2250 | 9 | id_rt_data_out[31]
min | 2170 | 2 | regfile.regfile[16][3]$_DFFE_PP_
Power and IR drop assume default switching activity.
