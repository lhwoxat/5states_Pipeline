[/design/flow/constraint.sdc]
current_design EX_MEM

set clk_period 1.0
set clk_io_pct 0.2

create_clock -name clk0 -period $clk_period [get_ports {clk}]

set non_clock_inputs [all_inputs -no_clocks]
set_input_delay [expr $clk_period * $clk_io_pct] -clock clk0 $non_clock_inputs
set_output_delay [expr $clk_period * $clk_io_pct] -clock clk0 [all_outputs]
[/design/flow/config.mk]
export PLATFORM = sky130hd
export DESIGN_NAME = EX_MEM
export DESIGN_NICKNAME = EX_MEM
export VERILOG_FILES = /design/flow/design.v
export SDC_FILE = /design/flow/constraint.sdc
export NUM_CORES = 4
export LEC_CHECK = 1
export CORE_UTILIZATION = 40
[/design/flow/design.v]
`timescale 1ns / 1ps
module EX_MEM(
    input wire clk, en, rst, clear,
    input wire [31:0] ex_alu_res_i,
    input wire [31:0] ex_rt_data_i,  
    input wire [4:0] ex_rd_i,
    input wire ex_mem_en_i,
    input wire ex_reg_en_i,
    input wire ex_reg_sel_i,
    input wire ex_mem_r_i,
    input wire [4:0] ex_rs_addr_i,
    input wire [4:0] ex_rt_addr_i,
    output wire [31:0] ex_alu_res_o,
    output wire [31:0] ex_rt_data_o,  
    output wire [4:0] ex_rd_o,
    output wire ex_mem_en_o,
    output wire ex_reg_en_o,
    output wire ex_reg_sel_o,
    output wire ex_mem_r_o,
    output wire [4:0] ex_rs_addr_o,
    output wire [4:0] ex_rt_addr_o
    );
    FlopEnRC #(32) flop_alu_res(
        .clk(clk),
        .rst(rst),
        .en(~en),
        .clear(clear),
        .in(ex_alu_res_i),
        .out(ex_alu_res_o)
    );
    FlopEnRC #(32) flop_rt_data(
        .clk(clk),
        .rst(rst),
        .en(~en),
        .clear(clear),
        .in(ex_rt_data_i),
        .out(ex_rt_data_o)
    );
    FlopEnRC #(5) flop_rd_addr(
        .clk(clk),
        .rst(rst),
        .en(~en),
        .clear(clear),
        .in(ex_rd_i),
        .out(ex_rd_o)
    );
    FlopEnRC #(1) flop_mem_en(
        .clk(clk),
        .rst(rst),
        .en(~en),
        .clear(clear),
        .in(ex_mem_en_i),
        .out(ex_mem_en_o)
    );
    FlopEnRC #(1) flop_reg_en(
        .clk(clk),
        .rst(rst),
        .en(~en),
        .clear(clear),
        .in(ex_reg_en_i),
        .out(ex_reg_en_o)
    );
    FlopEnRC #(1) flop_reg_sel(
        .clk(clk),
        .rst(rst),
        .en(~en),
        .clear(clear),
        .in(ex_reg_sel_i),
        .out(ex_reg_sel_o)
    );
    FlopEnRC #(1) flop_mem_r(
        .clk(clk),
        .rst(rst),
        .en(~en),
        .clear(clear),
        .in(ex_mem_r_i),
        .out(ex_mem_r_o)
    );
    FlopEnRC #(5) flop_rs_addr(
        .clk(clk),
        .rst(rst),
        .en(~en),
        .clear(clear),
        .in(ex_rs_addr_i),
        .out(ex_rs_addr_o)
    );
    FlopEnRC #(5) flop_rt_addr(
        .clk(clk),
        .rst(rst),
        .en(~en),
        .clear(clear),
        .in(ex_rt_addr_i),
        .out(ex_rt_addr_o)
    );
endmodule
`timescale 1ns / 1ps
module FlopEnRC #(parameter WIDTH = 32)(
        input wire clk,
        input wire rst,
        input wire en,
        input wire clear,
        input wire [WIDTH-1:0] in,
        output reg [WIDTH-1 :0] out
    );
    always @(posedge clk, posedge rst) begin
        if(rst) begin
            out <= {WIDTH{1'b0}};
        end
        else if (clear) begin
            out <= {WIDTH{1'b0}};
        end else if (en) begin
            out <= in;
        end
    end
endmodule
[/design/flow/run.sh]
#!/bin/bash
# OpenROAD 26Q1-2900-gdf79404cd8, Yosys 0.63+post, stock flow scripts
make -C /OpenROAD-flow-scripts/flow DESIGN_CONFIG=/design/flow/config.mk WORK_HOME=/design/flow/orfs finish
==> flow_metrics.py <==
# Metrics from the implementation run
metrics = {
    "placed_design": {
        "pre_cts_slack_ps": -38.3,
        "port_buffers": 169,
        "dpl_cell_area_um2": 5260,
        "gp_congestion": 0.753,
        "dp_hpwl_mm": 5.66,
    },
    "setup_path": {
        "cp_num_cells": 1,
        "end_kind": "output pin",
        "slowest_delay_ps": 400,
        "cp_slowest_cell": "dfrtp_1",
        "path_cells": "buf_2",
        "r2r_slack_ps": 90,
        "worst-path-buf-inv": 1,
        "crit_required_ps": 800,
        "critPathArrivalTime_ps": 860,
        "path_class": "flip-flop to output pin",
        "cp_max_fo": 2,
        "path_delay_family": "flip-flops",
        "r2r_cells": 4,
        "start_kind": "flip-flop",
    },
    "clock_tree": {
        "clock-sinks": 83,
        "clockBufferDepth": 2,
        "numCtsBuffers": 9,
        "postCtsHoldBufs": 0,
        "h-tree-depth": 3,
        "clk_latency_ps": 340,
        "cts_root_buf": "clkbuf_8",
        "clk_pin_slew_ps": 80,
        "tritoncts": "yes",
    },
    "pwr": {
        "switching_share_pct": 22.6,
        "total_power_mw": 7.08,
        "p_leak_nw": 2.84,
        "p_switching_mw": 1.60,
        "p_per_area_nw_per_um2": 1360,
        "p_clk_share_pct": 32.2,
        "p_seq_share_pct": 51.3,
        "p_int_mw": 5.48,
        "p_comb_share_pct": 16.5,
        "ir_drop_v": 0.000833,
    },
    "grt": {
        "grt_pass1_wl_mm": 12.5,
        "track_usage_pct": 18.8,
        "grt_max_degree": 36,
        "antenna_found_initial": 0,
        "grt.overflow.total": 0,
        "grt_pass1_vias": 2572,
    },
    "die": {
        "fp_util_pct": 41.5,
        "rows": 33,
        "core_um2": 8260,
        "die_x_um": 94.5,
        "chipArea_um2": 8930,
        "die_h_um": 94.5,
        "pin_count": 170,
    },
    "timing": {
        "relSlewSlack_pct": 89.5,
        "setup_ws_ps": -60.1,
        "worst_pin_slew_ps": 153,
        "rsz0062_at_grt": "yes",
        "setup_tns_ps": -2570,
        "min_period_over_period_pct": 106,
        "hold_slack_ps": 292,
        "fin_crit_ps": 1060,
        "fmax_ghz": 0.943,
        "setup_viol_count_final": 83,
        "fin_skew_ps": 0,
        "slew_viol_final": 0,
        "hold_violations": 0,
    },
    "yosys": {
        "yosys-top-cells-area": "dfrtp_1, mux2i_1, nor2_1, buf_12, buf_2",
        "ys_ff": 83,
        "yosys_area_um2": 3420,
        "ys_cells": 268,
        "synth.distinct_cells": 9,
        "simple_gate_area_share_pct": 9.10,
        "synth.area.mux_share_pct": 24.3,
        "syn_avg_cell_area_um2": 12.8,
        "post-synth-top-area-fraction_pct": 60.7,
        "yosys.area_share.xor_xnor_pct": 0,
        "ys_seq_share_pct": 60.7,
        "ys_sh_aoi_pct": 0,
        "ys_sh_adder_pct": 0,
        "topCombFamilyByArea": "multiplexers",
        "yosysTopAreaCell": "dfrtp_1",
        "synth_area_um2": 3420,
        "postSynthCellCount": 268,
        "yosys_warnings": 3,
    },
    "routing": {
        "finalWirelength_mm": 8.09,
        "drc_errors": 0,
        "num_antenna_cells": 0,
        "ant_nets": 0,
        "via_per_inst": 4.50,
        "drt_pre_antenna_iters": 4,
        "num_vias": 2601,
        "wl_per_cell_um": 14.0,
        "drt_iter0_markers": 93,
    },
    "run_status": {
        "violations": "setup timing",
        "outcome": "finished, violations left",
    },
    "final_layout": {
        "post-route-cell-area_um2": 5220,
        "drive_above_1_share_pct": 29.4,
        "mostFrequentLayoutCells": "buf_2, clkdlybuf4s50_1, mux2i_1, nor2_1, dfrtp_1",
        "fillers": 711,
        "area_growth_pct": 52.5,
    },
    "min_path": {
        "hold_path.class": "input pin to async pin",
    },
    "job": {
        "tool_warnings": 29,
        "max-cap-violations": 0,
    },
}
## power groups by stage
stage | Clock, mW | Sequential [mW] | Combinational (mW)
4_1_cts | 2.39 | 3.63 | 1.13
5_1_grt | 2.51 | 3.65 | 1.30
6_report | 2.28 | 3.63 | 1.17
## final timing paths
| kind | startpoint | end |
|---|---|---|
| min in group clk0 | clear | flop_rt_data.out[15]$_DFFE_PP0P_ |
| max | flop_rt_data.out[8]$_DFFE_PP0P_ | ex_rt_data_o[8] |
| min reg2reg | flop_rs_addr.out[4]$_DFFE_PP0P_ | flop_rs_addr.out[4]$_DFFE_PP0P_ |
| max reg2reg | flop_reg_en.out$_DFFE_PP0P_ | flop_reg_en.out$_DFFE_PP0P_ |
| max in group asynchronous | rst | flop_alu_res.out[8]$_DFFE_PP0P_ |
| min | rst | flop_rt_data.out[29]$_DFFE_PP0P_ |
## kinds of logic after synthesis
| logic type | Yosys count |
|---|---|
| muxes | 83 |
| DFF | 83 |
| buffers and inverters | 19 |
| and+or+nand+nor | 83 |
## routing by layer
layer	vias up	global-route usage [%]	wire length (um)
met3	10	5.96	784
met1	1209	28.6	3470
met4	0	2.27	103
li1	1278	-	-
met2	104	28.7	3730
met5	-	0	0
## cell usage after synthesis (all sizes together)
cell,instances
mux2i,83
buf,16
clkbuf,2
inv,1
nor2,83
dfrtp,83
## per-stage QoR
stage                     util [%]  cells
after floorplan                  -    268
after global placement        63.7    538
after detailed placement      63.7    538
after CTS                     61.5    559
after global routing          63.2    578
final                         63.2    578
## flip-flops by register name, summed over array words and instances (netlist names)
| name | flops |
|---|---|
| flop_alu_res.out | 32 |
| flop_mem_en.out | 1 |
| flop_mem_r.out | 1 |
| flop_rd_addr.out | 5 |
| flop_reg_en.out | 1 |
| flop_reg_sel.out | 1 |
| flop_rs_addr.out | 5 |
| flop_rt_addr.out | 5 |
| flop_rt_data.out | 32 |
## layout make-up
| type | count | area, um^2 | area share (%) |
|---|---|---|---|
| timing repair buffer | 209 | 1680 | 32.2 |
| clock buffer | 11 | 141 | 2.71 |
| multi-input combinational | 166 | 1140 | 21.9 |
| tap | 105 | 131 | 2.52 |
| sequential | 83 | 2080 | 39.8 |
| inverter | 1 | 7.51 | 0.144 |
| clock inverter | 3 | 40.0 | 0.767 |
## timing repair
| action | 4_1_cts | 5_1_grt |
|---|---|---|
| setup endpoints to repair | 83 | 83 |
| buffers inserted | 7 | 19 |
| resized | 250 | 0 |
## worst reg2reg max path: cells and delay by family, from the launching register on
family                 cells  cell delay (ps)
DFF                        1              380
muxes                      1              130
and+or+nand+nor            1               50
buffers and inverters      2              250
No activity file was given, so power comes from the tool's default toggle rates.
